==> /design/flow/constraint.sdc <==
current_design EX

set clk_period 7.4
set clk_io_pct 0.2

create_clock -name clk0 -period $clk_period

set non_clock_inputs [all_inputs -no_clocks]
set_input_delay [expr $clk_period * $clk_io_pct] -clock clk0 $non_clock_inputs
set_output_delay [expr $clk_period * $clk_io_pct] -clock clk0 [all_outputs]
==> /design/flow/config.mk <==
export PLATFORM = sky130hd
export DESIGN_NAME = EX
export DESIGN_NICKNAME = EX
export VERILOG_FILES = /design/flow/design.v
export SDC_FILE = /design/flow/constraint.sdc
export NUM_CORES = 4
export LEC_CHECK = 1
export CORE_UTILIZATION = 50
==> /design/flow/design.v <==
`timescale 1ns / 1ps
module ALU (
	ALUResult,
	ALUCode, A, B);
	input [3:0]	ALUCode;				 
	input [31:0]	A, B;
	output [31:0]	ALUResult;
  wire Binvert;
  wire [31:0] Binvert_32bits;
  assign Binvert = ~(ALUCode == 0);
  assign Binvert_32bits = {32{Binvert}};
  wire [31:0] sum;
  wire [31:0] ALU_B, ALU_and, ALU_xor, ALU_or;
  adder_32bits ALU_add(.a(A), .b(B ^ Binvert_32bits), .ci(Binvert), .s(sum), .co());
  assign ALU_B = B;
  assign ALU_and = A & B;
  assign ALU_xor = A ^ B;
  assign ALU_or = A | B;
  wire [31:0] SUM;
  wire slt, sltu;
  assign SUM = A + (~B) + 1;
  assign slt = A[31] && (~B[31]) || (A[31]~^B[31]) && SUM[31];
  assign sltu = (~A[31]) && B[31] || (A[31]~^B[31]) && SUM[31];
  reg signed[31:0] A_reg;
  always@(*) begin
    A_reg = A;
  end
  wire [31:0] ALU_sll, ALU_srl, ALU_sra;
  assign ALU_sll = A << B;
  assign ALU_srl = A >> B;
  assign ALU_sra = A_reg >>> B;
  mux_ALU mux_ALU(.addr(ALUCode),
                  .d0_1(sum), 
                  .d2(ALU_B), 
                  .d3(ALU_and), 
                  .d4(ALU_xor), 
                  .d5(ALU_or), 
                  .d6(ALU_sll), 
                  .d7(ALU_srl), 
                  .d8(ALU_sra), 
                  .d9(slt), 
                  .d10(sltu), 
                  .ALUResult(ALUResult));
endmodule
`timescale 1ns / 1ps
module EX(ALUCode_ex, ALUSrcA_ex, ALUSrcB_ex,Imm_ex, rs1Addr_ex, rs2Addr_ex, rs1Data_ex, 
          rs2Data_ex, PC_ex, RegWriteData_wb, ALUResult_mem,rdAddr_mem, rdAddr_wb, 
		      RegWrite_mem, RegWrite_wb, ALUResult_ex, MemWriteData_ex, ALU_A, ALU_B);
    input [3:0] ALUCode_ex;
    input ALUSrcA_ex;
    input [1:0] ALUSrcB_ex;
    input [31:0] Imm_ex;
    input [4:0]  rs1Addr_ex;
    input [4:0]  rs2Addr_ex;
    input [31:0] rs1Data_ex;
    input [31:0] rs2Data_ex;
	  input [31:0] PC_ex;
    input [31:0] RegWriteData_wb;
    input [31:0] ALUResult_mem;
	  input [4:0] rdAddr_mem;
    input [4:0] rdAddr_wb;
    input RegWrite_mem;
    input RegWrite_wb;
    output [31:0] ALUResult_ex;
    output [31:0] MemWriteData_ex;
    output [31:0] ALU_A;
    output [31:0] ALU_B;
    wire [1:0] ForwardA, ForwardB;
    forwarding Forwarding(.RegWrite_wb(RegWrite_wb), 
                          .RegWrite_mem(RegWrite_mem), 
                          .rdAddr_wb(rdAddr_wb), 
                          .rdAddr_mem(rdAddr_mem), 
                          .rs1Addr_ex(rs1Addr_ex), 
                          .rs2Addr_ex(rs2Addr_ex), 
                          .ForwardA(ForwardA), 
                          .ForwardB(ForwardB));
    wire [31:0] A, B;
    mux_3to1 mux1(.out(A), .in0(rs1Data_ex), .in1(RegWriteData_wb), .in2(ALUResult_mem), .addr(ForwardA));
    mux_3to1 mux2(.out(B), .in0(rs2Data_ex), .in1(RegWriteData_wb), .in2(ALUResult_mem), .addr(ForwardB));
    mux_2to1 #(.n(32))mux4(.out(ALU_A), .in0(A), .in1(PC_ex), .addr(ALUSrcA_ex));
    mux_3to1 mux3(.out(ALU_B), .in0(B), .in1(Imm_ex), .in2(32'b100), .addr(ALUSrcB_ex));
    assign MemWriteData_ex = B;
    ALU ALU(.ALUResult(ALUResult_ex), 
            .ALUCode(ALUCode_ex), 
            .A(ALU_A), 
            .B(ALU_B)); 
endmodule
`timescale 1ns / 1ps
module adder_32bits(a, b, ci, s, co);
  input [31:0] a, b;
  input ci;
  output [31:0] s;
  output co;
  wire c3, c7, c11, c15, c19, c23, c27;
  adder_4bits adder0_3(.a(a[3:0]), .b(b[3:0]), .ci(ci), .s(s[3:0]), .co(c3));
  adder_cs adder4_7(.a(a[7:4]), .b(b[7:4]), .ci(c3), .s(s[7:4]), .co(c7));
  adder_cs adder8_11(.a(a[11:8]), .b(b[11:8]), .ci(c7), .s(s[11:8]), .co(c11));
  adder_cs adder12_15(.a(a[15:12]), .b(b[15:12]), .ci(c11), .s(s[15:12]), .co(c15));
  adder_cs adder16_19(.a(a[19:16]), .b(b[19:16]), .ci(c15), .s(s[19:16]), .co(c19));
  adder_cs adder20_23(.a(a[23:20]), .b(b[23:20]), .ci(c19), .s(s[23:20]), .co(c23));
  adder_cs adder24_27(.a(a[27:24]), .b(b[27:24]), .ci(c23), .s(s[27:24]), .co(c27));
  adder_cs adder28_31(.a(a[31:28]), .b(b[31:28]), .ci(c27), .s(s[31:28]), .co(co));
endmodule
`timescale 1ns / 1ps
module adder_4bits(a, b, ci, s, co);
  input [3:0] a, b;
  input ci;
  output [3:0] s;
  output co;
  reg  [3:0] G, P;
  integer i;
  always @(*)
    for (i=0; i<=3; i=i+1)
      begin
        G[i] = a[i] && b[i];
        P[i] = a[i] || b[i];
      end
  assign co = G[3] || P[3] && G[2] || P[3] && P[2] && G[1] || P[3] && P[2] && P[1] && G[0] || P[3] && P[2] && P[1] && P[0] && ci;
  assign s[0] = (P[0] && ~G[0]) ^ ci;
  assign s[1] = (P[1] && ~G[1]) ^ (G[0] || P[0] && ci);
  assign s[2] = (P[2] && ~G[2]) ^ (G[1] || P[1] && G[0] || P[1] && P[0] && ci);
  assign s[3] = (P[3] && ~G[3]) ^ (G[2] || P[2] && G[1] || P[2] && P[1] && G[0] || P[2] && P[1] && P[0] && ci);
endmodule
`timescale 1ns / 1ps
module adder_cs(a, b, ci, s, co);
  input [3:0] a, b;
  input ci;
  output [3:0] s;
  output co;
  wire [3:0] s_1, s_0;
  wire co_1, co_0;
  adder_4bits adder1(.a(a), .b(b), .ci(1'b1), .s(s_1), .co(co_1));
  adder_4bits adder0(.a(a), .b(b), .ci(1'b0), .s(s_0), .co(co_0));
  mux_2to1 mux(.out(s), .in0(s_0), .in1(s_1), .addr(ci));
  assign co = (co_1 && ci) || co_0;
endmodule
`timescale 1ns / 1ps
module forwarding(
  RegWrite_wb, RegWrite_mem, rdAddr_wb, rdAddr_mem, rs1Addr_ex, rs2Addr_ex,
  ForwardA, ForwardB);
  input RegWrite_wb, RegWrite_mem;
  input [4:0] rdAddr_wb, rdAddr_mem, rs1Addr_ex, rs2Addr_ex;
  output [1:0] ForwardA, ForwardB;
  assign ForwardA[0] = RegWrite_wb && (rdAddr_wb != 0) &&
                       (rdAddr_mem != rs1Addr_ex) && (rdAddr_wb == rs1Addr_ex);
  assign ForwardB[0] = RegWrite_wb && (rdAddr_wb != 0) &&
                       (rdAddr_mem != rs2Addr_ex) && (rdAddr_wb == rs2Addr_ex);
  assign ForwardA[1] = RegWrite_mem && (rdAddr_mem != 0) && (rdAddr_mem == rs1Addr_ex);
  assign ForwardA[0] = RegWrite_mem && (rdAddr_mem != 0) && (rdAddr_mem == rs2Addr_ex);
endmodule
`timescale 1ns / 1ps
module mux_2to1(out, in0, in1, addr); 
  parameter n = 4; 
  output[n-1:0]  out;
  input[n-1:0] in1,in0;
  input addr;
  reg[n-1:0] out;
  always @(in0 or in1 or addr)
    if (addr == 0) out = in0;
    else out = in1;
 endmodule
`timescale 1ns / 1ps
module mux_3to1(out, in0, in1, in2, addr); 
  parameter n = 32; 
  output[n-1:0] out;
  reg[n-1:0] out;
  input[n-1:0] in1, in0, in2;
  input [1:0] addr;
  always @(in0 or in1 or in2 or addr) begin
    case (addr)
      2'b00: out = in0;
      2'b01: out = in1;
      2'b10: out = in2;
    endcase
  end
 endmodule
`timescale 1ns / 1ps
module mux_ALU(
  addr, d0_1, d2, d3, d4, d5, d6, d7, d8, d9, d10,
  ALUResult);
  input [3:0] addr;
  input [31:0] d0_1, d2, d3, d4, d5, d6, d7, d8;
  input d9, d10;
  output [31:0] ALUResult;
  reg [31:0] ALUResult;
  parameter	 alu_add=  4'b0000;
  parameter	 alu_sub=  4'b0001;
  parameter	 alu_lui=  4'b0010;
  parameter	 alu_and=  4'b0011;
  parameter	 alu_xor=  4'b0100;
  parameter	 alu_or =  4'b0101;
  parameter 	alu_sll=  4'b0110;
  parameter	 alu_srl=  4'b0111;
  parameter	 alu_sra=  4'b1000;
  parameter	 alu_slt=  4'b1001;
  parameter	 alu_sltu= 4'b1010;
  always@(*) begin
    case (addr)
      alu_add: ALUResult = d0_1;
      alu_sub: ALUResult = d0_1;
      alu_lui: ALUResult = d2;
      alu_and: ALUResult = d3;
      alu_xor: ALUResult = d4;
      alu_or:  ALUResult = d5;
      alu_sll: ALUResult = d6;
      alu_srl: ALUResult = d7;
      alu_sra: ALUResult = d8;
      alu_slt: ALUResult = d9;
      alu_sltu: ALUResult = d10;
    endcase
  end
endmodule
==> /design/flow/run.sh <==
#!/bin/bash
# OpenROAD 26Q1-2900-gdf79404cd8, Yosys 0.63+post, stock flow scripts
make -C /OpenROAD-flow-scripts/flow DESIGN_CONFIG=/design/flow/config.mk WORK_HOME=/design/flow/orfs finish
==> notes.md <==
The full implementation flow was run.

The run finished with clean final reports. The synthesized design devotes to its leading area cell type 18.1% of total area. The final setup TNS stands at 0 ns. The number of enable flip-flop cells stands at 0. After synthesis, the chip area reported by Yosys is 13600 um2. The number of maximum-capacitance constraint violations stands at 0. Endpoints with negative setup slack in the final report add up to 0.

The final design utilization stands at 63.9%. In this run the layout overhead on the synthesized area is reported as 25.9%. The number of standard cells after synthesis stands at 1777. STA classifies the critical path endpoint as an output pin. The post-route minimum period stands at about 5.4 ns.

The via count of the first global-routing pass was 14900. Derived from the worst setup path, the maximum achievable clock frequency is 184 MHz. Yosys attributes the largest share of cell area to ha_1 (18%), dlxtn_1 (11%), mux4_2 (9.4%). Per the layout report, the design carries roughly 2200 filler cells. The initial core utilization stands at 50.8%. The layout summary lists the proportion of cells stronger than drive strength 1 as a little under a tenth. The cell row count stands at 60. The worst slack on hold paths stands at just over 4 ns.

In the final routed layout, each cell accounts on average for about 28 um. The timer found 96 register pins that no clock reaches; their paths are not timed. roughly 160 endpoints have no timing constraint. The per-instance average area after synthesis stands at ~7.7 um2.

The iteration-0 DRC count of the detailed router stands at roughly 1900. The tally of unique sky130hd cells used after synthesis stands at about 73. The worst path meets setup with between 1.5 and 2 ns of slack. Of the total synthesized cell area, the portion taken by AND-OR and OR-AND cells is 24.7%. The number of synthesized register bits stands at between 90 and 100.

Detailed placement ended at an HPWL of approximately 54000 um. The worst-margin pin slew stands at just under 1 ns. In this run, the synthesized area fraction spent on adder and majority cells is recorded as 18.1%. Per the final timing report, the hold violations number 0. The number of standard cells in the final layout excluding fillers stands at approximately 2400.

The worst hold path begins at ALUResult_mem[22]. In this run the worst path has a maximum fanout of 32. Post-CTS repair ended up resizing 0 cells. The relative slew slack stands at a little over a third.

VDD sags by at most ~0.061 mV. The most common logic cell in the final layout is clkdlybuf4s50_1. The number of setup buffers added after CTS stands at 0.

Per the gpl log, the routability congestion estimate is ~1.1. Hold analysis lists the worst path endpoint as MemWriteData_ex[22]. The die is 167 um tall.

Of all cell types, the one taking the most synthesized area is ha_1. The first global-routing pass estimated a little under 100000 um of wire. Before antenna repair, the detailed router went through 6 iterations. TritonRoute reported its final design rule violation total as 0. As logged by OpenROAD, the buffers inserted on ports number around 320.

The sum of routed wire length over all layers stands at 67300 um. Yosys reported that registers with async set or reset make up 0%. The initial antenna violation count was 6. The final count of pins violating max slew stands at 0. The cell-mix breakdown from Yosys lists the simple-gate area share as around 15%.

Ranking logic cells in the layout by count gives the top entries clkdlybuf4s50_1 (316), nand2_1 (199), ha_1 (197), o21ai_0 (137), inv_1 (131). The global-route congestion overflow total stands at 0. STA reports the tightest min-delay check as being of type input pin to output pin. The mapped cell area stands at approximately 14000 um2.

The number of instances on the worst hold path stands at 3. For reference, the top logic cell family by area is AND-OR/OR-AND gates. For this block, the via count after detailed routing is between 15000 and 20000. In the finished design, the share of the clock period the worst path needs comes to 73.6%. The floorplan die area stands at between 20000 and 30000 um2.

The static leakage power stands at between 7 and 8 nW. The total power stands at between 0.8 and 0.9 mW. Looking at the setup timing report, the critical path kind is input pin to output pin. The power per cell area stands at roughly 49 nW/um2. The most used flip-flop cell after synthesis is dlxtn_1. The worst setup path is launched from an input pin.

The die outline width stands at ~170 um. The final design area excluding fillers stands at 17200 um2.

Hold repair after CTS inserted 0 buffers. After Yosys synthesis, XOR and XNOR cells account for just under 5% of the synthesized area. During I/O placement, the number of pins put on the boundary was 349. Setup repair after global routing left no endpoint under its margin. OpenSTA, run right after detailed placement, puts the worst setup slack at about 2 ns. In the global route stage, overall resource usage came out at about half. Summing all placed instances gives a cell area of approximately 17000 um2. In the synthesized netlist, mux cells make up ~20% of the area.

Entering global routing, the biggest net connects around 90 pins. The number of cells in the yosys synthesis report stands at between 1500 and 2000. According to the timing report, the data required time at the worst endpoint equals 5.92 ns. The script logs the ratio of routed vias to standard cells as about 6.6.

Per the OpenROAD floorplan log, the area of the core is around 27000 um2. Data on the critical path arrives at its endpoint at 3.97 ns. In this run, placement finished with an instance count of 2365. The logs give a warning total of 197. Nets still carrying antenna violations after routing amount to 0. The synthesis log from Yosys contains 8 warnings.
[report_power, final]
group             total, mW  switching, mW  internal, mW
sequential           0.0555         0.0155        0.0400
combinational         0.794          0.437         0.358
clock          0.0000000128              0  0.0000000128
total                 0.850          0.452         0.398
[cells in the mapped netlist, types with 10 or more instances]
master,count
inv_1,131
nor2_1,118
buf_1,17
mux4_2,57
nor4_1,20
dlxtn_1,96
o211ai_1,30
mux2i_1,78
a221oi_1,16
a21oi_1,101
xnor2_1,53
buf_2,15
o21bai_1,11
nand2_1,199
xor2_1,23
clkbuf_1,86
a22oi_1,56
o221ai_1,15
or3_1,11
o22ai_1,10
ha_1,197
nor3_1,33
o21ai_0,137
a211o_1,12
o2111ai_1,12
a31oi_1,16
mux2_2,51
a211oi_1,15
nand3_1,16
[cell families (layout without fill, tap and decap cells)]
family          count (synthesis)  after routing
other cells                     0              2
compound gates                509            509
mux                           189            189
buf+inv                       256            503
latches                        96             96
simple gates                  454            454
fa+ha+maj                     197            197
xor+xnor                       76             76
[how the worst max path moves through the flow]
| stage | from | to | cells past startpoint |
|---|---|---|---|
| CTS | rdAddr_wb[0] | MemWriteData_ex[4] | 9 |
| finish | rs2Addr_ex[2] | MemWriteData_ex[4] | 8 |
| global route | rdAddr_wb[0] | MemWriteData_ex[26] | 9 |
[state kept, by name (all words and copies together), names as in the netlist]
register               cells
ALU.mux_ALU.ALUResult     32
mux3.out                  32
mux1.out                  32
[critical path, stage by stage]
cell and delay (ns):
clkdlybuf4s50_1 0.55, xor2_1 0.21, nor3_1 0.21, nand3_1 0.12, nand4_1 0.11, buf_4 0.39, mux2_2 0.46, clkdlybuf4s50_1 0.42
[layer usage]
metal / global-route usage [%] / vias to the layer above / wire length, um / share of wire, %
li1: - / 6975 / - / -
met1: 62.2 / 7316 / 24800 / 37
met2: 75.0 / 1155 / 29600 / 44
met3: 15.2 / 230 / 8440 / 13
met4: 26.4 / 6 / 4430 / 6.6
met5: 0.522 / - / 37 / 0.055
[cell type report]
cell class	instances	area (um2)	area share (%)
multi-input combinational	1425	11200	65.4
timing repair buffer	370	3570	20.8
tap	341	427	2.48
inverter	133	499	2.91
antenna	2	5.00	0.0291
sequential	96	1450	8.44
Power and IR drop assume default switching activity.
