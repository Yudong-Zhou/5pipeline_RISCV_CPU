===== design/flow/config.mk =====
export PLATFORM = sky130hd
export DESIGN_NAME = RBW_registers
export DESIGN_NICKNAME = RBW_registers
export VERILOG_FILES = /design/flow/design.v
export SDC_FILE = /design/flow/constraint.sdc
export NUM_CORES = 4
export LEC_CHECK = 1
export CORE_UTILIZATION = 30

===== design/flow/constraint.sdc =====
current_design RBW_registers

set clk_period 8.9
set clk_io_pct 0.2

create_clock -name clk0 -period $clk_period [get_ports {clk}]

set non_clock_inputs [all_inputs -no_clocks]
set_input_delay [expr $clk_period * $clk_io_pct] -clock clk0 $non_clock_inputs
set_output_delay [expr $clk_period * $clk_io_pct] -clock clk0 [all_outputs]

===== design/flow/design.v =====
`timescale 1ns / 1ps
module RBW_registers(
  clk, rs1Addr, rs2Addr, WriteAddr, RegWrite, WriteData,
  rs1Data,rs2Data);
  input [4:0] rs1Addr,rs2Addr,WriteAddr;
  input RegWrite,clk;
  input [31:0] WriteData;
  output [31:0] rs1Data,rs2Data;
  wire rs1Sel,rs2Sel;  
  assign rs1Sel = RegWrite && (WriteAddr != 0) && (WriteAddr == rs1Addr);
  assign rs2Sel = RegWrite && (WriteAddr != 0) && (WriteAddr == rs2Addr);
  wire [31:0] ReadData1,ReadData2;
  Registers RBWRegisters(.ReadRegister1(rs1Addr), .ReadRegister2(rs2Addr), .WriteData(WriteData), 
  .WriteRegister(WriteAddr), .RegWrite(RegWrite), .clk(clk),
  .ReadData1(ReadData1), .ReadData2(ReadData2));
  assign rs1Data = (rs1Sel) ? WriteData : ReadData1;  
  assign rs2Data = (rs2Sel) ? WriteData : ReadData2;
endmodule
`timescale 1ns / 1ps
module Registers(
  ReadRegister1, ReadRegister2, WriteData, WriteRegister, RegWrite, clk,
  ReadData1, ReadData2);
  input [4:0] ReadRegister1, ReadRegister2; 
  input [31:0] WriteData;
  input [4:0] WriteRegister;
  input RegWrite, clk;
  output [31:0] ReadData1, ReadData2;
  reg [31:0]regs[31:0]; 
  assign ReadData1 = (ReadRegister1 == 5'b0)?32'b0:regs[ReadRegister1];
  assign ReadData2 = (ReadRegister2 == 5'b0)?32'b0:regs[ReadRegister2];
  always@(posedge clk)
    if(RegWrite) regs[WriteRegister] <= WriteData;
endmodule

===== design/flow/run.sh =====
#!/bin/bash
# OpenROAD 26Q1-2900-gdf79404cd8, Yosys 0.63+post, stock flow scripts
make -C /OpenROAD-flow-scripts/flow DESIGN_CONFIG=/design/flow/config.mk WORK_HOME=/design/flow/orfs finish

==> impl_metrics.tcl <==
# flow metrics
set metrics [dict create \
    drc 0 \
    lay_top_count "edfxtp_1" \
    clk_pin_slew_ps 60 \
    mux_share_pct 24.3 \
    ys_sh_adder_pct 0 \
    yosys_most_used_dff "edfxtp_1" \
    htree_levels 3 \
    die_w_um 405 \
    grt-ovfl-total 0 \
    coreArea_um2 161000 \
    warnings 26 \
    worstSetupEndpointType "primary output" \
    layout_setup_ws_ps 1620 \
    synthToLayoutAreaGrowth_pct 15.4 \
    period_needed_ps 7280 \
    grt_pass1_vias 31682 \
    critPathLaunchType "input pin" \
    grt_antenna_before_repair 6 \
    clock_path_buffers 3 \
    crit_type "input pin to primary output" \
    critPathArrivalTime_ps 5500 \
    maxCapViolCount 0 \
    slew_headroom_pct 32.9 \
    die_area_um2 164000 \
    crit_start "WriteAddr[3]" \
    whs_ps 1910 \
    io_buffers 112 \
    cts_resized 0 \
    io_pins 113 \
    tns_ps 0 \
    logic_area_um2 17000 \
    synth_area_um2 48700 \
    wire_per_inst_um 30.3 \
    finalSetupViolations 0 \
    die_h_um 405 \
    largest_reg_flops 1024 \
    lay_top_cells "edfxtp_1, mux2i_1, mux4_2" \
    post-cts-setup-buffers 0 \
    grt_pass1_wl_um 226000 \
    power.density_nw_per_um2 195 \
    viasPerCell 5.60 \
    edf_count 1024 \
    worst_pin_slew_ps 1000 \
    place.gp.congestion 0.900 \
    n_fill_cell 14956 \
    vdd_drop_max_mv 0.150 \
    dp_hpwl_um 93300 \
    async_reset_ff_share_pct 0 \
    period_used_pct 81.7 \
    drive_gt1_share_pct 21.8 \
    synthTopLogicFamily "multiplexers" \
    crit_chain "clkdlybuf4s50_1 -> or3_1 -> o2111ai_2 -> o22a_2 -> buf_4 -> a32o_1 -> clkdlybuf4s50_1" \
    num_rows 147 \
    postCtsHoldBufs 0 \
    hold_class "input pin to flip-flop" \
    hold_violations 0 \
    max_freq_mhz 137 \
    synth_cell_types 38 \
    ys_warn_count 1 \
    ys_seq_share_pct 63.2 \
    min_from "WriteData[9]" \
    wl_um 160000 \
    ys.flops 1024 \
    max_stage_delay_ps 640 \
    ff_latch_area_um2 30700 \
    track_usage_pct 20.8 \
    ys_cells 2901 \
    grt_max_degree 79 \
    ys_sh_simple_pct 2.77 \
    synthCells 2901 \
    cts_tree "built" \
    power.total_mw 11.0 \
    rsz0062_at_grt "false" \
    p_leak_nw 18.5 \
    cts-root-buf "clkbuf_16" \
    numCtsBuffers 109 \
    first_iter_violations 2079 \
    yosysChipArea_um2 48700 \
    clock-sinks 1024 \
    compound_area_share_pct 6.97 \
    top_register "RBWRegisters.regs" \
    vias 29542 \
    crit_fanout 23 \
    synth-xor-area-share_pct 0.180 \
    largestRegisters "RBWRegisters.regs: 1024 flops" \
    crit_required_ps 7120 \
    ant_nets 0 \
    slew_viol_final 0 \
    floorplanUtilization_pct 30.3 \
    detailedPlace.worstSlack_ps 1800 \
    syn_area_per_cell_um2 16.8 \
    dr.pass1.iters 5 \
    crit_top_cell "clkdlybuf4s50_1" \
    status "complete, no violations" \
    crit_slowest_cell "or3_1" \
]
## per-layer routing
| layer | global-route usage [%] | wire length (µm) | vias to the layer above |
|---|---|---|---|
| li1 | - | - | 12312 |
| met1 | 23.3 | 52500 | 14622 |
| met2 | 29.0 | 69500 | 2257 |
| met3 | 18.5 | 31900 | 331 |
| met4 | 5.26 | 5190 | 20 |
| met5 | 2.17 | 527 | - |
## stage by stage
| step | instance area, µm² | cells | utilization (%) |
|---|---|---|---|
| after floorplan | 48700 | 2901 | - |
| after global placement | 52700 | 5067 | 32.8 |
| after detailed placement | 52700 | 5067 | 32.8 |
| after CTS | 56200 | 5270 | 35.0 |
| after global routing | 56200 | 5270 | 35.0 |
| final | 56200 | 5274 | 35.0 |
## final cells by class
cell class	count	share of cell area, %
sequential	1024	54.7
clock inverter	71	1.28
timing repair buffer	246	3.99
multi-input combinational	1637	30.2
antenna	4	0.0178
clock buffer	132	5.01
tap	2160	4.81
## cell families (layout without fill, tap and decap cells)
| family | Yosys count | in the layout |
|---|---|---|
| other cells | 0 | 4 |
| buf+inv | 240 | 449 |
| flops | 1024 | 1024 |
| compound gates | 471 | 471 |
| mux | 851 | 851 |
| simple gates | 305 | 305 |
| xor+xnor | 10 | 10 |
## cells in the mapped netlist (5+ instances only)
| master | n | share of area [%] |
|---|---|---|
| a21oi_1 | 113 | 1.2 |
| a221oi_1 | 39 | 0.70 |
| a22o_1 | 39 | 0.70 |
| a22oi_1 | 134 | 2.1 |
| a32o_1 | 44 | 0.90 |
| buf_1 | 11 | 0.085 |
| buf_2 | 71 | 0.73 |
| buf_4 | 42 | 0.65 |
| buf_6 | 19 | 0.44 |
| clkbuf_1 | 96 | 0.74 |
| edfxtp_1 | 1024 | 63 |
| mux2_2 | 70 | 1.6 |
| mux2i_1 | 524 | 11 |
| mux4_2 | 257 | 12 |
| nand2_1 | 114 | 0.88 |
| nand2b_1 | 5 | 0.064 |
| nand3_1 | 67 | 0.69 |
| nand3b_1 | 6 | 0.093 |
| nand4_1 | 12 | 0.15 |
| nor2_1 | 82 | 0.63 |
| nor2b_1 | 7 | 0.090 |
| o211ai_1 | 12 | 0.19 |
| o21ai_1 | 21 | 0.22 |
| o221ai_1 | 20 | 0.36 |
| o22ai_1 | 43 | 0.55 |
| xnor2_1 | 10 | 0.18 |
## critical path: cells and delay by family
| family | cells | cell delay, ps |
|---|---|---|
| compound gates | 3 | 1330 |
| buf+inv | 3 | 1680 |
| simple gates | 1 | 640 |
## worst paths after layout
check                                end  depth (start not counted)
max                          rs2Data[17]                          7
min    RBWRegisters.regs[2][9]$_DFFE_PP_                          2
## power by group
| group | leakage, nW | switching [mW] | internal (mW) | total (mW) |
|---|---|---|---|---|
| logic | 7.53 | 0.631 | 0.438 | 1.07 |
| registers | 9.22 | 0.0230 | 5.37 | 5.39 |
| clock network | 1.72 | 1.90 | 2.63 | 4.53 |
| total | 18.5 | 2.55 | 8.43 | 11.0 |
Power is estimated from default activity; no workload was simulated.
